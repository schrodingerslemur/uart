**flow/run.sh**
```bash
#!/bin/bash
# OpenROAD 26Q1-2900-gdf79404cd8, Yosys 0.63+post, stock flow scripts
make -C /OpenROAD-flow-scripts/flow DESIGN_CONFIG=/design/flow/config.mk WORK_HOME=/design/flow/orfs finish
```
**flow/config.mk**
```make
export PLATFORM = sky130hd
export DESIGN_NAME = uart
export DESIGN_NICKNAME = uart
export VERILOG_FILES = /design/flow/design.v
export SDC_FILE = /design/flow/constraint.sdc
export NUM_CORES = 4
export LEC_CHECK = 1
export CORE_UTILIZATION = 50
```
**flow/constraint.sdc**
```tcl
current_design uart

set clk_period 7.8
set clk_io_pct 0.2

create_clock -name clk0 -period $clk_period [get_ports {clock}]

set non_clock_inputs [all_inputs -no_clocks]
set_input_delay [expr $clk_period * $clk_io_pct] -clock clk0 $non_clock_inputs
set_output_delay [expr $clk_period * $clk_io_pct] -clock clk0 [all_outputs]
```
**flow/design.v**
```verilog
module uart_rx #(
    parameter BAUD_RATE = 9600,
    parameter CLOCK_FREQ = 50000000,
    parameter DATA_BITS = 8
)
(
    input  logic clock, reset,
    input  logic rx,
    output logic [DATA_BITS-1:0] rx_data,
    output logic rx_valid
);
localparam int BIT_CYCLES = CLOCK_FREQ / BAUD_RATE;  
localparam int HALF_BIT_CYCLES = BIT_CYCLES / 2;  
int clock_count;
int bit_count;
logic HALF_BIT, FULL_BIT;
assign FULL_BIT = (clock_count == BIT_CYCLES);
assign HALF_BIT = (clock_count == HALF_BIT_CYCLES);
logic RX_COMPLETE;
assign RX_COMPLETE = (bit_count == DATA_BITS-1);
typedef enum logic [1:0] {
    IDLE,
    START,
    DATA,
    STOP
} state_t;
state_t state;
always_ff @(posedge clock, posedge reset) begin
    rx_valid <= 0;  
    if (reset) begin
        state <= IDLE;
    end
    else begin
        case (state) 
            IDLE: begin
                clock_count <= 0;
                bit_count <= 0;
                if (rx == 1'b0) begin
                    state <= START;
                end
                else begin
                    state <= IDLE;
                end
            end
            START: begin
                if (HALF_BIT) begin
                    if (rx == 1'b0) begin
                        clock_count <= 0;
                        bit_count <= 0;
                        state <= DATA;
                    end
                    else begin
                        state <= IDLE;  
                    end
                end
                else begin
                    clock_count <= clock_count + 1;
                    state <= START;
                end
            end
            DATA: begin
                if (FULL_BIT) begin
                    clock_count <= 0;
                    rx_data[bit_count] <= rx;
                    if (RX_COMPLETE) begin
                        state <= STOP;
                    end
                    else begin
                        bit_count <= bit_count + 1;
                        state <= DATA;
                    end
                end
                else begin
                    clock_count <= clock_count + 1;
                    state <= DATA;
                end
            end
            STOP: begin
                if (FULL_BIT) begin
                    if (rx == 1'b1) begin
                        rx_valid <= 1;
                    end
                    state <= IDLE;
                end
                else begin
                    clock_count <= clock_count + 1;
                    state <= STOP;
                end
            end
        endcase
    end
end
endmodule: uart_rx
module uart_tx #(
    parameter int BAUD_RATE = 9600,
    parameter int CLOCK_FREQ = 50000000,
    parameter int DATA_BITS = 8
)
(
    input  logic clock, reset,
    input  logic [DATA_BITS-1:0] tx_data,
    input  logic tx_send,
    output logic tx_busy,
    output logic tx
);
    localparam int BIT_CYCLES = CLOCK_FREQ / BAUD_RATE;
    int clock_count, bit_count;
    logic FULL_BIT;
    assign FULL_BIT = (clock_count == BIT_CYCLES);
    logic TX_COMPLETE;
    assign TX_COMPLETE = (bit_count == DATA_BITS-1);
    logic [DATA_BITS-1:0] tx_shift_reg;
    assign tx_busy = (state != IDLE);
    typedef enum logic [1:0] {
        IDLE,
        START,
        DATA,
        STOP
    } state_t;
    state_t state;
    always_ff @(posedge clock, posedge reset) begin
        if (reset) begin
            clock_count <= 0;
            bit_count <= 0;
            tx_shift_reg <= '0;
            tx <= 1;
            state <= IDLE;
        end
        else begin
            case (state)
                IDLE: begin
                    clock_count <= 0;
                    bit_count <= 0;
                    tx <= 1;
                    if (tx_send) begin
                        tx_shift_reg <= tx_data;
                        state <= START;
                    end
                    else
                        state <= IDLE;
                end
                START: begin
                    tx <= 0;
                    if (FULL_BIT) begin
                        clock_count <= 0;
                        state <= DATA;
                    end
                    else begin
                        clock_count <= clock_count + 1;
                        state <= START;
                    end
                end
                DATA: begin
                    tx <= tx_shift_reg[0];
                    if (FULL_BIT) begin
                        tx_shift_reg <= {1'b0, tx_shift_reg[DATA_BITS-1:1]};
                        clock_count <= 0;
                        if (TX_COMPLETE) begin
                            state <= STOP;
                        end
                        else begin
                            bit_count <= bit_count + 1;
                            state <= DATA;
                        end
                    end
                    else begin
                        clock_count <= clock_count + 1;
                        state <= DATA;
                    end
                end
                STOP: begin
                    tx <= 1;
                    if (FULL_BIT) begin
                        state <= IDLE;
                    end
                    else begin
                        clock_count <= clock_count + 1;
                        state <= STOP;
                    end
                end
                default: state <= IDLE;
            endcase
        end
    end
endmodule: uart_tx
module uart #(
    parameter BAUD_RATE   = 9600,
    parameter CLOCK_FREQ  = 50000000,
    parameter DATA_BITS   = 8
)
(   input  logic        clock,
    input  logic        reset,
    input  logic [DATA_BITS-1:0]  tx_data,
    input  logic        tx_send,
    output logic        tx_busy,
    output logic [DATA_BITS-1:0]  rx_data,
    output logic        rx_valid,
    input  logic        rx,      
    output logic        tx       
);
  uart_rx #(
    .BAUD_RATE   (BAUD_RATE),
    .CLOCK_FREQ  (CLOCK_FREQ),
    .DATA_BITS   (DATA_BITS)
  )
  rx_inst (.*);
  uart_tx #(
    .BAUD_RATE   (BAUD_RATE),
    .CLOCK_FREQ  (CLOCK_FREQ),
    .DATA_BITS   (DATA_BITS)
  ) 
  tx_inst (.*);
endmodule: uart
```
==> flow_metrics.env <==
# physical design summary
export IMPL_outcome="complete, no violations"
export IMPL_tritoncts="yes"
export IMPL_numClockSinks=152
export IMPL_grt_antenna_before_repair=0
export IMPL_die_y_um=139
export IMPL_fp_row_count=49
export IMPL_fillers=1559
export IMPL_drt_wirelength_per_cell_um=15.7
export IMPL_hold_path_class="reg -> reg"
export IMPL_crit_chain="inv_1 > ha_1 > or4b_2 > nor3_1 > nor4b_1 > a221oi_1 > a211oi_1 > nand4_4 > nor4_1 > mux2_1"
export IMPL_synth_top_cells_by_count="133 x sky130_fd_sc_hd__nor2_1, 82 x sky130_fd_sc_hd__nand2_1, 78 x sky130_fd_sc_hd__dfrtp_1"
export IMPL_critical_path_required_ns=7.96
export IMPL_post_cts_resized=0
export IMPL_max_vdd_ir_drop_uv=148
export IMPL_chip_width_um=139
export IMPL_power_density_mw_per_mm2=184
export IMPL_worst_path_dominant_cell_family="simple AND/OR/NAND/NOR gates"
export IMPL_grt_use_total_pct=22.5
export IMPL_timing_final_max_slew_violations=0
export IMPL_warnings=34
export IMPL_register_area_mm2=0.00417
export IMPL_topCellsByArea="sky130_fd_sc_hd__edfxtp_1 23%, sky130_fd_sc_hd__dfrtp_1 21%, sky130_fd_sc_hd__nor2_1 5.3%"
export IMPL_slew_headroom_pct=44.8
export IMPL_antenna_diode_count=0
export IMPL_area_growth_pct=10.6
export IMPL_timing_hold_violations_final=0
export IMPL_timing_critical_path_from_type="register"
export IMPL_final_min_clock_period_ns=4.02
export IMPL_layout_worst_path_cycle_share_pct=51.6
export IMPL_crit_path_arrival_time_ns=4.19
export IMPL_fin_worst_skew_ns=0.00767
export IMPL_synth_edff_count=72
export IMPL_yosys_warnings=2
export IMPL_cts_clk_slew_worst_paths_ns=0.06
export IMPL_top_cell_area_share_pct=23.0
export IMPL_chip_area_from_the_yosys_synthesis_statistics_mm2=0.00941
export IMPL_placed_area_mm2=0.00982
export IMPL_wirelength_mm=19.9
export IMPL_routed_via_density=5.69
export IMPL_yosysMostFrequentCell="sky130_fd_sc_hd__nor2_1"
export IMPL_first_global_vias=6870
export IMPL_totalPowerFinal_mw=1.92
export IMPL_post_route_cells_drive_above_1_share_pct=6.74
export IMPL_ys_cells=1025
export IMPL_timing_critical_path_to_type="register"
export IMPL_worst_r2r_cell_count=10
export IMPL_cp_slowest_cell="sky130_fd_sc_hd__or4b_2"
export IMPL_ff_type="sky130_fd_sc_hd__dfrtp_1"
export IMPL_gp_routability_congestion=0.924
export IMPL_syn_instance_count=1025
export IMPL_utilization_of_the_core_after_routing_pct=57.2
export IMPL_post_route_cell_area_mm2=0.0104
export IMPL_final_cells=1268
export IMPL_cp_buffers_inverters=1
export IMPL_crit_cells=10
export IMPL_comb_area_mm2=0.00491
export IMPL_holdBufCountCts=0
export IMPL_ys_ff=152
export IMPL_rsz_0062_raised_after_global_routing="false"
export IMPL_ios=23
export IMPL_drt_antenna_violating_nets=0
export IMPL_post_cts_repair_setup_buffers=0
export IMPL_dr_total_vias=7210
export IMPL_floorplan_initialDensity_pct=51.7
export IMPL_numPortBuffers=22
export IMPL_core_area_mm2=0.0182
export IMPL_globalRoute_totalOverflow=0
export IMPL_critical_path_max_stage_delay_ns=0.79
export IMPL_placement_setup_worst_slack_ns=3.82
export IMPL_grt_max_degree=44
export IMPL_p_leak_nw=4.14
export IMPL_htreeDepth=4
export IMPL_finalSetupViolCount=0
export IMPL_detailedRoute_firstPassIterationCount=5
export IMPL_cts_buffers=17
export IMPL_place_inst=1237
export IMPL_crit_fanout=10
export IMPL_cts_root_to_sink_buffers=2
export IMPL_criticalPathCategory="reg -> reg"
export IMPL_asyncSetResetFlopFracSynth_pct=52.6
export IMPL_yosys_area_top_type="sky130_fd_sc_hd__edfxtp_1"
export IMPL_syn_cell_area_mm2=0.00941
export IMPL_final_hold_worst_slack_ns=0.488
export IMPL_drtIter0Drc=491
export IMPL_setup_slack_ns=3.78
export IMPL_yosysUniqueCellTypes=67
export IMPL_synthesis_area_per_instance_um2=9.18
export IMPL_worstHoldPathCells=2
export IMPL_cts_root_buffer_cell="sky130_fd_sc_hd__clkbuf_16"
export IMPL_timing_worst_slew_pin_value_ns=0.821
export IMPL_detailedPlacementHpwl_mm=13.4
export IMPL_setup_tns_ns=0
export IMPL_skew_pair_late_insertion_delay_ns=0.42
export IMPL_wire_length_of_the_first_global_routing_pass_mm=34.0
export IMPL_dieArea_mm2=0.0194
export IMPL_synth_sequential_area_ratio_pct=44.3
export IMPL_drc=0
export IMPL_drv_max_cap_violation_count=0
export IMPL_clock_fmax_ghz=0.248
==> cell type report <==
| cell class | count | area share (%) |
|---|---|---|
| Clock buffer | 23 | 4.94 |
| Clock inverter | 8 | 0.757 |
| Inverter | 25 | 0.913 |
| Multi-Input combinational cell | 791 | 47.2 |
| Sequential cell | 152 | 40.0 |
| Tap cell | 229 | 2.75 |
| Timing Repair Buffer | 40 | 3.41 |
==> worst register-to-register path, cell delays in order (launching register included) <==
cell	delay (ns)
sky130_fd_sc_hd__edfxtp_1	0.51
sky130_fd_sc_hd__inv_1	0.16
sky130_fd_sc_hd__ha_1	0.36
sky130_fd_sc_hd__or4b_2	0.79
sky130_fd_sc_hd__nor3_1	0.26
sky130_fd_sc_hd__nor4b_1	0.30
sky130_fd_sc_hd__a221oi_1	0.09
sky130_fd_sc_hd__a211oi_1	0.36
sky130_fd_sc_hd__nand4_4	0.23
sky130_fd_sc_hd__nor4_1	0.37
sky130_fd_sc_hd__mux2_1	0.35
==> metal layers <==
layer	part of all wire, %	vias to the layer above	GRT usage [%]
met5	0	-	0
met4	1.2	0	3.57
met3	4.1	14	3.84
met2	43	125	31.4
met1	52	3393	39.4
li1	-	3678	-
==> layout by cell type, fill, tap and decap left out, drive strengths merged, types with 4 or more instances in the layout <==
cell | synthesis | routed
nand3 | 60 | 60
ha | 14 | 14
nand2b | 5 | 5
o21ai | 43 | 43
a21oi | 25 | 25
a31oi | 5 | 5
nor4 | 38 | 38
xnor2 | 57 | 57
nor3 | 32 | 32
nor2b | 16 | 16
and4 | 15 | 15
o2111ai | 4 | 4
clkbuf | 44 | 23
and3 | 28 | 28
buf | 13 | 18
nand3b | 5 | 5
nor4b | 6 | 6
nand2 | 82 | 82
clkdlybuf4s50 | 0 | 22
or3 | 11 | 11
xor2 | 57 | 57
mux2i | 11 | 11
inv | 25 | 29
edfxtp | 72 | 72
a211oi | 4 | 4
nand4 | 40 | 40
dfrtp | 78 | 78
nor2 | 133 | 133
and2 | 43 | 43
or4 | 10 | 10
mux2 | 9 | 9
==> power breakdown <==
group / leakage (nW) / internal (mW) / switching [mW] / total, mW
Clock: 0.299 / 0.499 / 0.329 / 0.828
Combinational: 1.96 / 0.0678 / 0.137 / 0.205
Sequential: 1.89 / 0.865 / 0.0204 / 0.886
Total: 4.14 / 1.43 / 0.487 / 1.92
==> logic make-up after synthesis <==
kind of cell / synth area share (%)
xor gates and xnor gates: 10.6
and+or+nand+nor: 29.9
buffers and inverters: 3.70
DFF: 44.3
muxes: 2.25
adders and majority gates: 1.86
AOI/OAI and AO/OA: 7.46
==> path summary, 6_finish.rpt <==
check / startpoint / end / slack (ns)
max in group asynchronous: reset / tx_inst.clock_count[31] / 5.09
worst min register to register: tx_inst.tx_shift_reg[0] / tx_inst.tx / 0.49
worst max register to register: rx_inst.bit_count[0] / rx_inst.rx_data[5] / 3.78
worst max-delay path: rx_inst.bit_count[0] / rx_inst.rx_data[5] / 3.78
worst min-delay path: tx_inst.tx_shift_reg[0] / tx_inst.tx / 0.49
min in group asynchronous: reset / rx_inst.rx_valid / 1.71
No activity file was given, so power comes from the tool's default toggle rates.
